**flow/config.mk**
```make
export PLATFORM = sky130hd
export DESIGN_NAME = audio_read
export DESIGN_NICKNAME = audio_read
export VERILOG_FILES = /design/flow/design.v
export SDC_FILE = /design/flow/constraint.sdc
export NUM_CORES = 4
export LEC_CHECK = 1
export CORE_UTILIZATION = 30
export SYNTH_HDL_FRONTEND = slang
```
**flow/run.sh**
```bash
#!/bin/bash
# OpenROAD 26Q1-2900-gdf79404cd8, Yosys 0.63+post, stock flow scripts
make -C /OpenROAD-flow-scripts/flow DESIGN_CONFIG=/design/flow/config.mk WORK_HOME=/design/flow/orfs finish
```
**flow/design.v**
```verilog
`timescale 1ns / 1ps
module audio_read (
    input clk,
	 input reset,
    input write_en,
    input data_in,
    output reg data_out_1
);
reg [7:0]address;
		reg mem [0:1999];
    initial begin
	     address=8'b0;
        $readmemh("audiomem01.mem",mem);
    end
always @(posedge clk) begin	 
	 if (reset) begin
            data_out_1 <= 1'b0;
        end 
		  else begin
		   if(write_en) begin
            mem[address] <= data_in;
        end
		  else begin
		  data_out_1 <= mem[address];
        end
		  end
		  address<=address+1'b1;
		  end
endmodule
```
**flow/constraint.sdc**
```tcl
current_design audio_read

set clk_period 6.0
set clk_io_pct 0.2

create_clock -name clk0 -period $clk_period [get_ports {clk}]

set non_clock_inputs [all_inputs -no_clocks]
set_input_delay [expr $clk_period * $clk_io_pct] -clock clk0 $non_clock_inputs
set_output_delay [expr $clk_period * $clk_io_pct] -clock clk0 [all_outputs]
```
==> results.txt <==
Flow results follow.

Entering global routing, the biggest net connects about 130 pins. The cell at the slowest stage of the critical path is sky130_fd_sc_hd__dfxtp_4. The worst slack on hold paths is ~0.54 ns. The count of distinct cell types in the synthesized netlist is 46. The final cycle utilization of the critical path is 50.3%. The cell type with the largest total area after synthesis is sky130_fd_sc_hd__edfxtp_1. The number of primary I/O pins is 5.

The portion of the post-synthesis area used by sequential elements is 66.6%. The clock network fraction of design power is 44.3%. The post-synth tally of flip-flops with integrated enable is ~260.

The warning count from the yosys run is 0. For reference, the critical path cell chain is buf_12 > mux4_1 > nor2b_1 > a211oi_1 > o311ai_0 > nand4_1 > or4_1 > a311oi_1. The core footprint is approximately 0.039 mm². Relative to the synthesized area, the layout overhead comes to 11.4%. The number of global-route vias before repair is 6826. The total CTS buffers is 28.

Looking at the power breakdown, combinational cells take less than 1% of the total. Counting only logic cells after layout, the most numerous master is sky130_fd_sc_hd__nor2_1. The worst-skew pair later-pin latency is 0.55 ns. The final count of hold timing violations is 0.

In this run the maximum-capacitance check reported violations numbering 0. The maximum clock path buffer count is 3. The share of post-route cells with drive strength above 1 is 11.4%. The design internal power is slightly below 3000 µW. The count of H-tree levels built during CTS is 1. The die is 200 µm tall. Detailed routing inserted a total of about 6700 vias. The initial standard-cell utilization of the core is 30.5%.

After clock tree synthesis, the flow added hold-fix buffers numbering 0. The synthesized area per cell is 14.2 µm². The CTS tree is built.

The post-CTS setup-driven buffer insertion count is 0. After synthesis the netlist holds a flip-flop and latch count of 265. By area the synthesized netlist is led by sky130_fd_sc_hd__edfxtp_1 (65%), sky130_fd_sc_hd__nor2_1 (8.3%), sky130_fd_sc_hd__mux4_1 (6.7%). The part of the power in registers is 54.9%. The switching power is around 710 µW. The worst stage delay on the critical path is 0.81 ns. For this run, the script counts the antenna cells in the layout as 0. The flow ran to the end, and the final reports show no timing, DRC or antenna violations. In this run the tool buffered the top-level ports with 4 buffer cells. Data on the critical path is required at its endpoint by 6.45 ns. The vias per cell is between 4 and 5. Summing every instance area after synthesis gives 0.0118 mm². The initial DRC count is 687. The sort of element at the end of the critical path is a flip-flop. The most used flip-flop cell after synthesis is sky130_fd_sc_hd__edfxtp_1.

The worst min-delay path class is reg -> reg. In the synthesized netlist the async set-or-reset flop fraction comes to 0%. The residual overflow from global routing is 0. In the layout the commonest cells are sky130_fd_sc_hd__nor2_1 (260), sky130_fd_sc_hd__edfxtp_1 (256), sky130_fd_sc_hd__nand2_1 (35).

The data arrival time of the critical path is 3.47 ns. The largest fanout on the critical path is 40. The final max-slew violation count recorded for this run is 0. The final wirelength is 25900 µm. The power per standard cell area is 281 mW/mm². The cell at the root of the clock tree is sky130_fd_sc_hd__clkbuf_16. Derived from the worst setup path, the maximum achievable clock frequency is 331 MHz. In the synthesized netlist, the number of instances is 833. For the pin with the worst max-slew slack, the measured transition is a little under 0.9 ns. The post-cts gate resize count is 0. Setup repair after global routing left no endpoint under its margin.

The final routed wire length divided by cell count is 19.0 µm. The DRC violation count after routing is 0. The largest clock skew in the final design is 0.0226 ns. The leakage component of the power is 0.00455 µW. The number of antenna violations at the first check in global routing came to 0.

The combined global-route utilization of all metal layers is 13.8%. The warning total across the stage logs is 30. The worst IR drop on VDD is 0.178 mV. The die covers 0.0402 mm².

The global-route wire length before repair is around 40000 µm. In this run the core area contains 72 standard-cell rows. The type of origin of the critical path is a flip-flop. The setup violation total in the final timing report is 0.

After routing, the total negative slack on setup checks comes to 0 ns. The switching share of total power is 19.3%. The die width is 200 µm. In this run the remaining antenna-violating nets after routing total 0.

According to the report, the first pass of detailed routing completed in 5 iterations. On the reported timing paths, the clock transition at the registers reads roughly 0.060 ns. The clock net in this run drives a total of about 270 sinks. The final critical delay including setup and external delays is 3.02 ns. Post-synthesis, Yosys gives the total cell area as 0.0118 mm². The post-detailed-placement half-perimeter wirelength is 14500 µm. The yosys cell count is ~830. Per the synthesis report, the single largest cell type by area occupies 65.1% of cell area. The max-slew check reports its worst relative slack as 41.5%. The worst setup path is of the reg -> reg kind.

The routability-driven placement congestion ratio is slightly above 0.8.
==> registers in the layout (all words and copies together) (netlist names) <==
name,cells
data_out_1,1
mem,256
address,8
==> critical path, delay by kind of cell, from the launching register on <==
kind	cells	cell delay, ns
flops	1	0.81
simple gates	3	0.75
compound gates	3	0.68
buf+inv	1	0.38
mux	1	0.29
==> metal layers <==
metal / wire [µm] / up-vias / share of wire (%) / track usage, %
li1: - / 3072 / - / -
met1: 10600 / 3306 / 41 / 19.1
met2: 12300 / 308 / 47 / 21.0
met3: 2650 / 33 / 10 / 6.74
met4: 401 / 0 / 1.5 / 1.91
met5: 0 / - / 0 / 0
==> final cells by class <==
cell class	count	area, µm²
Inverter	3	11.3
Tap cell	518	648
Clock buffer	37	734
Multi-Input combinational cell	497	3530
Clock inverter	15	135
Fill cell	3698	25600
Timing Repair Buffer	26	219
Sequential cell	265	7870
==> Yosys cell counts, types with 3 or more instances <==
cell type                  instances
sky130_fd_sc_hd__mux4_1           30
sky130_fd_sc_hd__ha_1              4
sky130_fd_sc_hd__and3_1            6
sky130_fd_sc_hd__xnor2_1           4
sky130_fd_sc_hd__edfxtp_1        256
sky130_fd_sc_hd__buf_12            4
sky130_fd_sc_hd__dfxtp_1           9
sky130_fd_sc_hd__nand4_1           7
sky130_fd_sc_hd__mux2_2            3
sky130_fd_sc_hd__nand2_1          35
sky130_fd_sc_hd__a22oi_1           8
sky130_fd_sc_hd__buf_2             7
sky130_fd_sc_hd__buf_6             7
sky130_fd_sc_hd__a211oi_1          4
sky130_fd_sc_hd__o211ai_1          4
sky130_fd_sc_hd__o21ai_0           6
sky130_fd_sc_hd__clkbuf_1         43
sky130_fd_sc_hd__and2_1            3
sky130_fd_sc_hd__nor2_1          260
sky130_fd_sc_hd__a221oi_1          4
sky130_fd_sc_hd__mux2i_1          24
sky130_fd_sc_hd__mux4_2           25
sky130_fd_sc_hd__nand3_1          33
sky130_fd_sc_hd__clkbuf_4          4
sky130_fd_sc_hd__nor2b_1          13
sky130_fd_sc_hd__a21oi_1           3
==> cells by family (layout without fill, tap and decap cells) <==
group	after synthesis	count (layout)	share of synthesized area, %
buf+inv	71	81	3.49
fa+ha+maj	4	4	0.424
xor+xnor	6	6	0.445
mux	82	82	13.8
flops	265	265	66.6
simple gates	368	368	13.0
compound gates	37	37	2.27
==> final timing paths <==
kind	from	to	slack [ns]	depth (start not counted)
worst max-delay path	address[0]	data_out_1	2.98	8
worst min-delay path	data_out_1	data_out_1	0.54	2
worst max register to register	address[0]	data_out_1	2.98	8
worst min register to register	data_out_1	data_out_1	0.54	2
==> stage by stage <==
stage	power (µW)	utilization [%]	std cells	setup WS, ns	area, µm²
after floorplan	2070	-	833	3.32	11800
after global placement	2100	31.7	1309	2.70	12300
after detailed placement	2100	31.7	1309	2.69	12300
after CTS	3720	34.0	1361	2.91	13200
after global routing	3790	34.0	1361	2.74	13200
final	3690	34.0	1361	2.98	13200
==> power by group through the flow <==
stage	logic [µW]	clock network, µW	registers, µW
after CTS	30.2	1670	2030
after global routing	33.5	1730	2030
final	29.8	1630	2030
Power is estimated from default activity; no workload was simulated.
