File: design.v
`timescale 1ns / 1ps
module bfly2_4(x,y,wr,wi,x0r,x0i,x1r,x1i); 
input signed [8:0]x,y;
input signed [8:0]wr,wi;
output[8:0]x0r,x0i,x1r,x1i;
wire [17:0]p1,p2;
assign p1=wr*y;
assign p2=wi*y;
assign x0r=x+p1[8:0];
assign x0i=p2[8:0];
assign x1r=x-p1[8:0];
assign x1i=-p2[8:0];
endmodule
`timescale 1ns / 1ps
module bfly4_4(xr,xi,yr,yi,wr,wi,x0r,x0i,x1r,x1i);  
input signed [8:0]xr,xi,yr,yi;
input signed [8:0]wr,wi;
output [8:0]x0r,x0i,x1r,x1i;
wire [17:0]p1,p2,p3,p4;
assign p1=wr*yr;
assign p2=wi*yi;
assign p3=wr*yi;
assign p4=wi*yr;
assign x0r=xr+p1[17:8]-p2[17:8];
assign x0i=xi+p3[17:8]+p4[17:8];
assign x1r=xr-p1[17:8]+p2[17:8];
assign x1i=xi-p3[17:8]-p4[17:8];
endmodule
`timescale 1 ns/1 ns
module dit_fft_8(clk_in,sel,yr,yi,ne_clk,led);
input clk_in;
input [2:0] sel;
output reg [8:0] yr,yi;
output reg ne_clk;
output reg [7:0] led;
reg [25:0] count;
always@(posedge clk_in)begin
count=count+1'b1;
if(count==50000000)begin
ne_clk=~ne_clk;
count=0;
end
end
wire [8:0] y0r,y1r,y2r,y3r,y4r,y5r,y6r,y7r,y0i,y1i,y2i,y3i,y4i,y5i,y6i,y7i;
wire [8:0] x20r,x20i,x21r,x21i,x22r,x22i,x23r,x23i,x24r,x24i,x25r,x25i,x26r,x26i,x27r,x27i;
wire [8:0] x10r,x10i,x11r,x11i,x12r,x12i,x13r,x13i,x14r,x14i,x15r,x15i,x16r,x16i,x17r,x17i;
wire [8:0] x0,x1,x2,x3,x4,x5,x6,x7;
parameter w0r=9'b1;
parameter w0i=9'b0;
parameter w1r=9'b010110101; 
parameter w1i=9'b101001011; 
parameter w2r=9'b0;
parameter w2i=9'b111111111; 
parameter w3r=9'b101001011; 
parameter w3i=9'b101001011; 
assign x0=9'b1; 
assign x1=9'b0; 
assign x2=9'b1; 
assign x3=9'b0; 
assign x4=9'b1; 
assign x5=9'b0; 
assign x6=9'b1; 
assign x7=9'b0; 
bfly2_4 s11(x0,x4,w0r,w0i,x10r,x10i,x11r,x11i);
bfly2_4 s12(x2,x6,w0r,w0i,x12r,x12i,x13r,x13i);
bfly2_4 s13(x1,x5,w0r,w0i,x14r,x14i,x15r,x15i);
bfly2_4 s14(x3,x7,w0r,w0i,x16r,x16i,x17r,x17i);
bfly2_4 s21(x10r,x12r,w0r,w0i,x20r,x20i,x22r,x22i);
bfly2_4 s22(x11r,x13r,w2r,w2i,x21r,x21i,x23r,x23i);
bfly2_4 s23(x14r,x16r,w0r,w0i,x24r,x24i,x26r,x26i);
bfly2_4 s24(x15r,x17r,w2r,w2i,x25r,x25i,x27r,x27i);
bfly2_4 s31(x20r,x24r,w0r,w0i,y0r,y0i,y4r,y4i);
bfly4_4 s32(x21r,x21i,x25r,x25i,w1r,w1i,y1r,y1i,y5r,y5i);
bfly2_4 s33(x22r,x26r,w2r,w2i,y2r,y2i,y6r,y6i);
bfly4_4 s34(x23r,x23i,x27r,x27i,w3r,w3i,y3r,y3i,y7r,y7i);
always@(posedge clk_in)
     case(sel)
   0:begin yr=y0r; yi=y0i;end
   1:begin yr=y1r; yi=y1i;end
   2:begin yr=y2r; yi=y2i;end
   3:begin yr=y3r; yi=y3i;end
   4:begin yr=y4r; yi=y4i;end
   5:begin yr=y5r; yi=y5i;end
   6:begin yr=y6r; yi=y6i;end
   7:begin yr=y7r; yi=y7i;end
  endcase
endmodule
File: run.sh
#!/bin/bash
# OpenROAD 26Q1-2900-gdf79404cd8, Yosys 0.63+post, stock flow scripts
make -C /OpenROAD-flow-scripts/flow DESIGN_CONFIG=/design/flow/config.mk WORK_HOME=/design/flow/orfs finish
File: config.mk
export PLATFORM = sky130hd
export DESIGN_NAME = dit_fft_8
export DESIGN_NICKNAME = dit_fft_8
export VERILOG_FILES = /design/flow/design.v
export SDC_FILE = /design/flow/constraint.sdc
export NUM_CORES = 4
export LEC_CHECK = 1
export CORE_AREA = 10 10 100 100
export DIE_AREA = 0 0 110 110
export SYNTH_HDL_FRONTEND = slang
File: constraint.sdc
current_design dit_fft_8

set clk_period 4.9
set clk_io_pct 0.2

create_clock -name clk0 -period $clk_period [get_ports {clk_in}]

set non_clock_inputs [all_inputs -no_clocks]
set_input_delay [expr $clk_period * $clk_io_pct] -clock clk0 $non_clock_inputs
set_output_delay [expr $clk_period * $clk_io_pct] -clock clk0 [all_outputs]
==> results.ini <==
[logic_synthesis]
synthDistinctLibCells = 49
async_reset_ff_frac = 0
ys.flops = 28
postSynthCellCount = 209
synth_area_sq_mm = 0.001780
largest_area_cell = dfxtp_1
ys_cells = 209
edf_count = 1
area_leaders = dfxtp_1 30%, buf_4 11%, xnor2_1 5.4%
synth_seq_share = 0.3204
ys_warn_count = 8
yosysTopAreaCellShare = 0.3036
synth-area-yosys_sq_mm = 0.001780
ff_type = dfxtp_1
syn_area_per_cell_sq_um = 8.519

[floorplan]
io_pins = 31
fp.dieH_microns = 110
die_w_microns = 110
die-area_sq_mm = 0.01210
rows = 32
fp_util = 0.2280
core_sq_mm = 0.007807

[critical_path]
crit_slowest_cell = nor4_1
worstPathArrival_ns = 3.18
crit_fanout = 15
cp_cell_sequence = nand4_2 > nor4_1 > or3b_1 > xnor2_1 > buf_4 > nand2_1 > nor4_1
r2r_cells = 7
path_common_cell = nor4_1
required_ns = 4.86
slowest_delay_ns = 0.86
start_kind = flip-flop
crit_path_end_kind = flip-flop
worstSetupPathType = flip-flop to flip-flop

[drt]
vias = 1378
wire_per_inst_microns = 12.00
drc_errors = 0
drt-initial-drc-count = 60
dr.pass1.iters = 4
avgViaCountPerCell = 4.445
diodes = 0
drt.antenna.violating_nets = 0
drt_wl_total_microns = 3719

[final_timing]
setup_viol = 0
tns_ns = 0
finalMaxSlewViolations = 0
fin_crit_ns = 3.219
max-slew-margin-rel = 0.4067
worst_pin_slew_ns = 0.8819
rsz0062_at_grt = false
fin_worst_skew_ns = 0.006347
fin_ws_ns = 1.681
period_used_share = 0.6569
finalHoldViolCount = 0
fmax_mhz = 310.7

[clocking]
cts_tree = done
cts_max_level = 1
ctsResizeCount = 0
clk_latency_ns = 0.28
hold_buffers = 0
cts_buffers = 3
cts_setup_buffers = 0
cts_root_buf = clkbuf_8
clkSlewWorstSetupHoldPaths_ns = 0.10
clock_path_buffers = 2
cts.sinks = 28

[finish]
final_core_utilization = 0.2394
final_cell_area_sq_mm = 0.001869
finalNonFillerCells = 310
drive_gt1_frac = 0.07212
area_growth_pct = 4.989

[power_and_ir_drop]
power.density_mw_per_mm2 = 212.8
max-vdd-ir-drop_v = 0.0001195
p_leak_nw = 0.6623

[place]
dp_cells = 306
place.port_buffers = 4
place_area_sq_mm = 0.001803
dp_slack_ns = 1.750
hpwl_microns = 2748
gp_congestion = 0.8831

[grt]
grt_busiest_layer = met1
grt_usage = 0.06004
grt_start_max_net_pins = 17
grtUsageMet2 = 0.09187
grt-ovfl-total = 0
grt_use_met1 = 0.09309
grt_pass1_vias = 1255
antenna_found_initial = 0
grtUsageMet3 = 0.003525
grt_pass1_wl_microns = 6099

[outcome]
outcome = complete, no violations

[flow_run]
warnings = 26
cap_viol_max_count = 0

[min_path]
min_path_cells = 1
hold_path_class = flip-flop to flip-flop

==> power by group <==
group | internal [W] | total [W] | leakage (nW) | switching (W)
clock | 0.0000890 | 0.000165 | 0.0339 | 0.0000762
combinational | 0.00000213 | 0.00000350 | 0.399 | 0.00000137
sequential | 0.000229 | 0.000229 | 0.229 | 0.0000000877
==> layer usage <==
metal,routed length [microns],vias up
li1,-,701
met1,1879,630
met4,40,0
met5,0,-
met3,146,2
met2,1652,45
==> cells in the final DEF, fill, tap and decap left out, drive strengths merged, types with 4 or more instances in the layout <==
| master | instances |
|---|---|
| dfxtp | 27 |
| nand2 | 17 |
| nand4 | 9 |
| conb | 25 |
| nand3 | 7 |
| nor4 | 9 |
| nor2 | 11 |
| clkdlybuf4s50 | 4 |
| nor3 | 8 |
| inv | 7 |
| xnor2 | 11 |
| xor2 | 8 |
| clkbuf | 4 |
| a21oi | 11 |
==> synth_stat cells (2+ instances only) <==
master    number
dfxtp_1       27
buf_4         26
nand2_1       17
a21oi_1       11
nor2_1        11
xnor2_1       11
nor4_1         8
xor2_1         8
inv_1          7
nand3_1        7
nand4_1        7
nor3_1         7
and3_1         3
and4_1         3
buf_2          3
mux2i_1        3
nand4b_1       3
o211ai_1       3
o21ai_0        3
a21boi_0       2
a31oi_1        2
and3b_1        2
buf_6          2
clkbuf_1       2
clkbuf_2       2
nand4_2        2
nor2b_1        2
o41ai_2        2
or3_1          2
or4_1          2
==> area by class of cell <==
class | instances | area [sq um]
Clock buffer | 4 | 66.31
Fill cell | 853 | 5938
Inverter | 7 | 26.28
Multi-Input combinational cell | 163 | 1023
Sequential cell | 28 | 570.5
Tap cell | 102 | 127.6
Timing Repair Buffer | 6 | 55.05
==> worst max-delay path, delay by kind of cell, from the launching register on <==
family | cells | cell delay, ns
xor gates and xnor gates | 1 | 0.15
DFF | 1 | 0.54
buffers and inverters | 1 | 0.24
and+or+nand+nor | 5 | 1.97
==> cell families (layout without fill, tap and decap cells) <==
kind of cell	after synthesis	after routing	share of synthesized area
adders and majority gates	1	1	0.007026
buffers and inverters	42	17	0.1553
AOI/OAI and AO/OA	30	30	0.1230
xor gates and xnor gates	19	19	0.09346
other	1	25	0.002106
DFF	28	28	0.3205
and+or+nand+nor	85	85	0.2818
muxes	3	3	0.01687
==> final timing paths <==
kind	start	end	slack [ns]
setup / recovery	count[2]	ne_clk	1.68
hold / removal	count[0]	count[0]	0.50
setup reg to reg	count[2]	ne_clk	1.68
hold reg to reg	count[0]	count[0]	0.50
==> registers in the layout, summed over array words and instances (netlist names) <==
| name | flops |
|---|---|
| count | 26 |
| ne_clk | 1 |
| yr | 1 |
==> per-stage QoR <==
stage	hold slack (ns)	power, W
final	0.5041	0.0003977
after global placement	0.4675	0.0002389
after floorplan	0.4484	0.0002485
after global routing	0.5177	0.0004149
after CTS	0.4992	0.0004031
after detailed placement	0.4712	0.0002386
Power figures rest on the tool's default switching activity, not on a simulated workload.
